**./design.v**
```verilog
module alu_rtl_design_2 (OPA,OPB,CIN,CLK,RST,INP_VALID,CMD,CE,MODE,COUT,OFLOW,RES,G,E,L,ERR);
input [8-1:0] OPA,OPB;
input CLK,RST,CE,MODE,CIN;
input [1:0] INP_VALID;
input [3:0] CMD;
output reg COUT  = 1'b0;
output reg OFLOW = 1'b0;
output reg [2*(8)-1:0] RES ;
output reg G = 1'b0;
output reg E = 1'b0;
output reg L = 1'b0;
output reg ERR = 1'b0;
reg [$clog2(8)-1:0] shift_amt=0;
reg [8-1:0] OPA_1, OPB_1;
reg COUT_BUFF,OFLOW_BUFF,G_BUFF,E_BUFF,L_BUFF,ERR_BUFF;
reg [2*(8)-1:0]RES_BUFF;
task clear_all;
begin
    RES_BUFF   = 0;
    COUT_BUFF  = 0;
    OFLOW_BUFF = 0;
    G_BUFF    = 0;
    L_BUFF    = 0;
    E_BUFF    = 0;
    ERR_BUFF = 0;
end
endtask
always @(posedge CLK or posedge RST) begin
    if (RST) begin
        RES = {(8+1){1'b0}};
        COUT = 1'b0;
        OFLOW = 1'b0;
        G = 1'b0;
        E = 1'b0;
        L = 1'b0;
        ERR = 1'b0;
    end
    else begin
        RES = RES_BUFF;
        COUT = COUT_BUFF;
        OFLOW = OFLOW_BUFF;
        G = G_BUFF;
        E = E_BUFF;
        L = L_BUFF;
        ERR = ERR_BUFF;
    end
end
always@(posedge CLK) begin
            if(CE) begin
                if(MODE) begin
                    clear_all();
                    case(CMD)
                        4'b0000:
                            begin
                                if(INP_VALID==2'b11) begin
                                    RES_BUFF={{8{1'b0}} ,OPA}+ {{8{1'b0}} ,OPB};
                                    COUT_BUFF=RES_BUFF[8]?1:0;
                                end
                                else ;
                            end
                        4'b0001:
                            begin
                                if(INP_VALID==2'b11) begin
                                    RES_BUFF={{8{1'b0}} ,OPA}- {{8{1'b0}} ,OPB};
                                    OFLOW_BUFF = ((OPA[8-1] != OPB[8-1]) && (RES_BUFF[8] != OPA[8-1])) ? 1'b1 : 1'b0;
                                end
                                else ;
                            end
                        4'b0010:
                            begin
                                if(INP_VALID==2'b11) begin
                                    RES_BUFF={{8{1'b0}} ,OPA}+ {{8{1'b0}} ,OPB} + CIN;
                                    COUT_BUFF=RES_BUFF[8]?1:0;
                                end
                                else;
                            end
                        4'b0011:              
                            begin
                                if(INP_VALID==2'b11) begin
                                    RES_BUFF={{8{1'b0}} ,OPA} - {{8{1'b0}} ,OPB} - CIN;
                                    OFLOW_BUFF=((OPA[8-1] != OPB[8-1]) && (RES_BUFF[8-1] != OPA[8-1])) ? 1'b1 : 1'b0;
                                end
                                else;
                            end
                        4'b1000:
                            begin
                                if(INP_VALID==2'b11) begin
                                    if(OPA==OPB)
                                            {E_BUFF,G_BUFF,L_BUFF}=3'b100;
                                    else if(OPA>OPB)
                                            {E_BUFF,G_BUFF,L_BUFF}=3'b010;
                                    else
                                            {E_BUFF,G_BUFF,L_BUFF}=3'b001;
                                end
                                else;
                            end
                        4'b1001:
                            begin
                                if(INP_VALID==2'b11)
                                    RES_BUFF=(OPA+1)*(OPB+1) ;
                                else;
                            end
                        4'b1010:
                            begin
                                if(INP_VALID==2'b11)
                                    RES_BUFF = (OPA<<1) * OPB;
                                else;
                            end
                        4'b1011:
                            begin
                                if(INP_VALID==2'b11) begin
                                    RES_BUFF =  $signed(OPA) + $signed(OPB);
                                    COUT_BUFF =( RES_BUFF[8])?1:0;
                                    OFLOW_BUFF= ((OPA[8-1] == OPB[8-1]) && (RES_BUFF[8] != OPA[8-1])) ? 1'b1 : 1'b0;
                                    E_BUFF=($signed(OPA) == $signed(OPB))?1:0;
                                    G_BUFF=($signed(OPA) > $signed(OPB))?1:0;
                                    L_BUFF=($signed(OPA) < $signed(OPB))?1:0;
                                end
                                else;
                            end
                        4'b1100:
                            begin
                                if(INP_VALID==2'b11) begin
                                    RES_BUFF =  $signed(OPA) - $signed(OPB);
                                    OFLOW_BUFF= ((OPA[8-1] != OPB[8-1]) && (RES_BUFF[8] != OPA[8-1])) ? 1'b1 : 1'b0;
                                    E_BUFF=($signed(OPA) == $signed(OPB))?1:0;
                                    G_BUFF=($signed(OPA) > $signed(OPB))?1:0;
                                    L_BUFF=($signed(OPA) < $signed(OPB))?1:0;
                                end
                                else;
                            end
                        4'b0100:
                            begin
                                    if(INP_VALID==2'b11 || INP_VALID==2'b01 )begin
                                        RES_BUFF={{8{1'b0}} ,OPA}+ 1;
                                        if(RES_BUFF[8]) OFLOW_BUFF=1;
                                        else;
                                    end
                                    else;
                            end
                        4'b0101:
                            begin
                                    if(INP_VALID==2'b11 || INP_VALID==2'b01 )begin
                                        if(OPA==0) OFLOW_BUFF=1;
                                        else RES_BUFF={{8{1'b0}} ,OPA} - 1;
                                    end
                                    else;
                            end
                        4'b0110:
                            begin
                                    if(INP_VALID==2'b11 || INP_VALID==2'b01 )begin
                                        RES_BUFF={{8{1'b0}} ,OPB}+ 1;
                                        if(RES_BUFF[8]) OFLOW_BUFF=1;
                                        else;
                                    end
                                    else;
                            end
                        4'b0111:
                             begin
                                    if(INP_VALID==2'b11 || INP_VALID==2'b01 )begin
                                        if(OPA==0) OFLOW_BUFF=1;
                                        else RES_BUFF={{8{1'b0}} ,OPA} - 1;
                                    end
                                    else;
                             end
                    default:     
                            clear_all();
                    endcase
                end
            else  begin 
                clear_all();
                case(CMD)
                        4'b0000:
                           begin
                                 if(INP_VALID==2'b11)
                                        RES_BUFF=('hFF & (OPA & OPB));
                                else;
                           end
                        4'b0001:
                           begin
                                 if(INP_VALID==2'b11)
                                        RES_BUFF=('hFF & (~(OPA & OPB)));
                                 else;
                           end
                        4'b0010:
                           begin
                                 if(INP_VALID==2'b11)
                                        RES_BUFF=('hFF & (OPA | OPB));
                                else;
                           end
                    4'b0011:
                        begin
                            if(INP_VALID==2'b11)
                                RES_BUFF=('hFF & ~(OPA | OPB));
                            else;
                        end
                    4'b0100:
                         begin
                            if(INP_VALID==2'b11)
                                RES_BUFF=('hFF & (OPA ^ OPB));
                            else;
                         end
                    4'b0101:
                         begin
                            if(INP_VALID==2'b11)
                                 RES_BUFF=('hFF & ~(OPA ^ OPB));
                            else;
                         end
                    4'b1100:
                            begin
                                if(INP_VALID==2'b11)begin
                                    shift_amt=OPB[$clog2(8)-1:0];
                                        if(|(OPB[8-1: (8/2)]))
                                            ERR_BUFF=1;
                                        else
                                            RES_BUFF=((OPA<< shift_amt)&{8{1'b1}})|((OPA>>(8-shift_amt)));
                                end
                                else;
                            end
                    4'b1101:
                            begin
                                if(INP_VALID==2'b11)begin
                                    shift_amt=OPB[$clog2(8)-1:0];
                                        if(|(OPB[8-1: (8/2)]))
                                            ERR_BUFF=1;
                                        else
                                            RES_BUFF=((OPA>>shift_amt))|((OPA<<(8-shift_amt))&{8{1'b1}});
                                end
                                else;
                            end
                    4'b0110:
                        begin
                            if(INP_VALID==2'b11 || INP_VALID==2'b01)
                                RES_BUFF=('hFF & ~OPA);
                            else;
                        end
                    4'b1000:
                        begin
                            if(INP_VALID==2'b11 || INP_VALID==2'b01)
                                    RES_BUFF=('hFF & {1'b0,OPA>>1});
                            else;
                        end
                    4'b1001:
                        begin
                            if(INP_VALID==2'b11 || INP_VALID==2'b01)
                                    RES_BUFF=('hFF & (OPA<<1));
                            else;
                        end
                    4'b0111:
                        begin
                            if(INP_VALID==2'b11 || INP_VALID==2'b10)
                                    RES_BUFF=('hFF & ~OPB);
                            else;
                        end
                    4'b1010:
                        begin
                            if(INP_VALID==2'b11 || INP_VALID==2'b10)
                                    RES_BUFF=('hFF & {1'b0,OPB>>1});
                            else;
                        end
                    4'b1011:
                        begin
                            if(INP_VALID==2'b11 || INP_VALID==2'b10)
                                    RES_BUFF=('hFF & (OPB<<1));
                            else;
                        end
                    default:     
                        clear_all();
                endcase
            end
        end   
        else
            clear_all();
end
endmodule
```
**./run.sh**
```bash
#!/bin/bash
# OpenROAD 26Q1-2900-gdf79404cd8, Yosys 0.63+post, stock flow scripts
make -C /OpenROAD-flow-scripts/flow DESIGN_CONFIG=/design/flow/config.mk WORK_HOME=/design/flow/orfs finish
```
**./config.mk**
```make
export PLATFORM = sky130hd
export DESIGN_NAME = alu_rtl_design_2
export DESIGN_NICKNAME = alu_rtl_design_2
export VERILOG_FILES = /design/flow/design.v
export SDC_FILE = /design/flow/constraint.sdc
export NUM_CORES = 4
export LEC_CHECK = 1
export CORE_UTILIZATION = 50
```
**./constraint.sdc**
```tcl
current_design alu_rtl_design_2

set clk_period 1.0
set clk_io_pct 0.2

create_clock -name clk0 -period $clk_period [get_ports {CLK}]

set non_clock_inputs [all_inputs -no_clocks]
set_input_delay [expr $clk_period * $clk_io_pct] -clock clk0 $non_clock_inputs
set_output_delay [expr $clk_period * $clk_io_pct] -clock clk0 [all_outputs]
```
==> results.cfg <==
; yosys + openroad results
[placement]
dpl.cell_count = 1867
placedInstanceArea_mm2 = 0.0135
gp_congestion = 1.05
dp.final_hpwl_um = 31400
portBuffers = 48

[floorplanning]
rows = 50
die_h_um = 142
die_w_um = 142
fp-utilization = 0.517
num_io_pins = 49

[yosys]
avgSynthCellArea_um2 = 7.79
ys_seq_frac = 0.102
synth-seq-cells = 44
async_flop_share = 0.500
yosysTopAreaCell = fa_1
synth-edff-count = 0
yosys.stat.chipArea_mm2 = 0.00976
yosys.area.top_type_share = 0.176
area_leaders = fa_1 18%, ha_1 13%, xnor2_1 5.7%, dfrtp_1 5.6%, nor2_1 5.6%
synth_area_mm2 = 0.00976
ys.flop_type = dfxtp_1
synth_cell_types = 88
syn_inst = 1253
ys_cells = 1253
ys_warn_count = 1

[outcome]
tool.error = [ERROR GRT-0116] Global routing finished with congestion. Check the congestion regions in the DRC Viewer.
failing_step = global routing (5_1_grt)
status = did not finish

[clock_tree]
root_buffer = clkbuf_16
htreeDepth = 2
cts_made_buffers = 5
cts_sinks = 44
cts_max_path_buffers = 2
holdBufCountCts = 0

[global_route]
grt_pass1_vias = 12300
grt_max_degree = 31
grt_usage = 0.503
overflow = 5
grt_pass1_wl_um = 71300
what timing repair did:
item,in CTS
pin swaps,92
endpoints found under the setup margin,44
gates resized,303
gates cloned,1
buffers inserted,39
cells in the mapped netlist (16+ instances only):
cell type	n
fa_1	86
ha_1	99
buf_2	27
clkbuf_1	27
nor3_1	28
a21oi_1	72
and2_1	18
a22oi_1	19
dfxtp_1	22
xnor2_1	63
o21ai_0	47
nand2_1	117
inv_1	123
nor2_1	145
mux2i_1	16
nand3_1	35
dfrtp_1	22
per-stage QoR:
stage,hold WS (ns),worst slack (ns)
after CTS,0.244,-3.48
after global placement,0.317,-4.50
after detailed placement,0.321,-4.58
after floorplan,0.189,-3.67
routing by layer:
layer,GRT usage,GRT overflow
met5,0.123,0
met1,0.624,0
met4,0.275,0
met2,0.685,0
met3,0.279,5
logic make-up after synthesis:
group | Yosys count | synth area share
adders and majority gates | 185 | 0.303
AOI/OAI and AO/OA | 287 | 0.200
xor gates and xnor gates | 82 | 0.0766
DFF | 44 | 0.102
muxes | 22 | 0.0245
and+or+nand+nor | 432 | 0.211
buffers and inverters | 201 | 0.0831
